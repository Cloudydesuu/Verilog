[run.sh]
#!/bin/bash
# OpenROAD 26Q1-2900-gdf79404cd8, Yosys 0.63+post, stock flow scripts
make -C /OpenROAD-flow-scripts/flow DESIGN_CONFIG=/design/flow/config.mk WORK_HOME=/design/flow/orfs finish
[config.mk]
export PLATFORM = sky130hd
export DESIGN_NAME = Block_counter4bit
export DESIGN_NICKNAME = Block_counter4bit
export VERILOG_FILES = /design/flow/design.v
export SDC_FILE = /design/flow/constraint.sdc
export NUM_CORES = 4
export LEC_CHECK = 1
export CORE_AREA = 10 10 103 103
export DIE_AREA = 0 0 113 113
[constraint.sdc]
current_design Block_counter4bit

set clk_period 6.0
set clk_io_pct 0.2

create_clock -name clk0 -period $clk_period [get_ports {clk_50M}]

set non_clock_inputs [all_inputs -no_clocks]
set_input_delay [expr $clk_period * $clk_io_pct] -clock clk0 $non_clock_inputs
set_output_delay [expr $clk_period * $clk_io_pct] -clock clk0 [all_outputs]
[design.v]
`timescale 1ns / 1ps
module Block_counter4bit(clk_50M, Reset, Output, Mode, SW);
input clk_50M, Reset, Mode, SW;
output wire [3:0] Output;
wire clk, Mode, SW;
Clock Clock(clk_50M, Reset, clk);
counter4bit counter4bit (clk, Reset, Output,Mode,SW);
endmodule
`timescale 1ns / 1ps
module counter4bit(clk, Reset, Output,Mode,SW);
input wire clk, Reset,Mode,SW;
output reg [3:0] Output = 4'b0000;
reg direction = 0;
always @ (negedge clk or posedge Reset)
begin
	if (Reset)
		begin
			Output = 0; direction = 0;
		end
	else
		begin
			if (Mode)
				begin
					if (direction == 0)
						begin
							if (Output == 4'b1110) begin direction = 1; end
							Output = Output +1'b1;
						end
					else
						begin
							if (Output == 4'b0001) begin direction = 0; end
							Output = Output -1'b1;
						end
				end
			else
				begin
					if (SW)
						begin
							Output = Output +1'b1;
						end
					else
						begin
							Output = Output -1'b1;
						end
				end
		end
end
endmodule
`timescale 1ns / 1ps
module Clock(clk, reset, clk1, clk2);
input clk, reset;
output clk1, clk2;
reg clk1, clk2;
reg [24:0] counter1, counter2;
initial
begin
	counter1 <= 0; clk1 <= 0;
	counter2 <= 0; clk2 <= 0;
end
always@(posedge reset or posedge clk)
begin
    if (reset == 1'b1)
        begin
            clk1 <= 0;
				clk2 <= 0;
            counter1 <= 0;
				counter2 <= 0;
        end
    else
        begin
            counter1 <= counter1 + 1;
				counter2 <= counter2 + 1;
            if ( counter1 == 25)
                begin
                    counter1 <= 0;
                    clk1 <= ~clk1;
                end
				if ( counter2 == 10000)
                begin
                    counter2 <= 0;
                    clk2 <= ~clk2;
                end
        end
end
endmodule   
==> results.cfg <==
; implementation run metrics
[outcome]
status = complete, no violations

[global_routing]
grt_pass1_vias = 935
grt_first_pass_wirelength_um = 4330
grt_util_all_layers_pct = 3.86
grt_antenna_before_repair = 0
grt_max_degree = 32
grt_overflow = 0

[logic_synthesis]
ys_seq_share_pct = 52.8
syn_area_mm2 = 0.00147
ys_cells = 132
yosys_area_mm2 = 0.00147
avgSynthCellArea_um2 = 11.1
yosysWarningCount = 2
synth.distinct_cells = 28
synth_cells = 132
synth_flops = 31

[worst_setup_path]
crit_slowest_cell = nor3_1
cp-end-kind = flop
reg2reg_depth = 4
cp_max_fo = 7
crit_chain = nand4_1, nor3_1, nand4_1, xnor2_1
cp-start-kind = flop
worstPathRequired_ns = 6.16
max_stage_delay_ns = 0.77
cp_top_family = simple AND/OR/NAND/NOR gates
critPathArrivalTime_ns = 2.07
worst-path-buf-inv = 0
path_depth = 4
crit_top_cell = nand4_1
path_class = flop to flop

[finish]
drive_above_1_share_pct = 6.94
area_delta_synth_final_pct = 18.0
fill_cells = 878
final_util_pct = 20.9

[clock_tree]
clkLatencyLatePin_ns = 0.27
clk_pin_slew_ns = 0.09
cts_resized = 0
tritoncts = yes
clock-root-buffer = clkbuf_8
htree_levels = 1
clockBufferDepth = 2
cts_hold_buf = 0
cts-buffers-inserted = 3
post_cts_buffers = 0

[route]
vias = 928
drc = 0
ant_nets = 0
drt-total-wl_um = 2450
vias_per_cell = 3.73
wl_per_cell_um = 9.85
firstDrtPassIters = 4
drtIter0Drc = 64
diodes = 0

[sta]
unclocked_regs = 5
fin_setup_tns_ns = 0
holdWs_ns = 0.484
hold_viol_final = 0
setup_slack_ns = 4.09
fin_skew_ns = 0.00645
worst_pin_slew_ns = 0.878
maxSlewViolCount = 0
rsz0062_at_grt = no
setup_viol = 0
fmax_mhz = 523
untimed_endpoints = 9
fin_crit_ns = 1.91
fin_crit_sh_pct = 31.9
slew_headroom_pct = 41.0

[pwr]
vdd.ir_drop.worst_mv = 0.0957
leakage_nw = 0.710
powerDensity_mw_per_mm2 = 170
design_power_total_uw = 295

[placement]
dp_hpwl_um = 1770
place_congestion = 0.766
pre_cts_ws_ns = 4.10
place.port_buffers = 7

[hold_path]
holdPathStages = 1
hp-class = flop to flop

[floorplan]
core.rowCount = 33
core_mm2 = 0.00830
die_h_um = 113
fp_util_pct = 17.7
die_area_mm2 = 0.0128
die_w_um = 113
ios = 8

[run]
tool_warnings = 29
drv_cap = 0
[per-stage QoR]
stage	cell area, µm²	instances
global placement	1680	245
global route	1730	249
finish	1730	249
detailed placement	1680	245
floorplan	1470	132
CTS	1730	249
[layout by cell type (no fill, tap or decap)]
cell             instances
xor2_1                   8
xor2_2                   1
nand3b_1                 1
and3_1                   2
o21ai_0                  1
and2_1                   1
nand2_1                  7
or3_1                    1
a21oi_1                  1
clkdlybuf4s50_1          7
and3_2                   1
mux2i_1                  2
nand3_1                 12
dfrtn_1                  5
or4_4                    1
clkbuf_8                 4
dfrtp_1                 26
nor4b_1                  1
nor4_2                   1
nor2_4                   1
or4_1                    1
ha_1                     6
inv_1                    6
nand4_1                  8
and4_1                   1
nor2_1                  12
nor4_1                   3
buf_4                    1
a31oi_1                  1
xnor2_1                 18
nor3_1                   3
[synth_stat cells]
master | number | area share, %
dfrtp_1 | 26 | 44
xnor2_1 | 18 | 11
nand3_1 | 12 | 4.1
nor2_1 | 12 | 3.1
nand4_1 | 8 | 3.4
xor2_1 | 8 | 4.8
nand2_1 | 7 | 1.8
ha_1 | 6 | 5.1
inv_1 | 6 | 1.5
dfrtn_1 | 5 | 8.5
nor3_1 | 3 | 1.0
nor4_1 | 3 | 1.3
and3_1 | 2 | 0.85
mux2i_1 | 2 | 1.4
a21oi_1 | 1 | 0.34
a31oi_1 | 1 | 0.43
and2_1 | 1 | 0.43
and3_2 | 1 | 0.51
and4_1 | 1 | 0.60
nand3b_1 | 1 | 0.51
nor2_4 | 1 | 0.77
nor4_2 | 1 | 0.85
nor4b_1 | 1 | 0.60
o21ai_0 | 1 | 0.34
or3_1 | 1 | 0.43
or4_1 | 1 | 0.51
or4_4 | 1 | 0.77
xor2_2 | 1 | 1.1
[power by group]
part / leakage (nW) / internal (mW) / switching (mW)
Combinational: 0.276 / 0.00292 / 0.00516
Sequential: 0.406 / 0.175 / 0
Clock: 0.0288 / 0.0586 / 0.0534
[final timing paths]
check / start / slack [ns] / end
max: Clock.counter1[3] / 4.09 / Clock.counter1[21]
max in group asynchronous: Reset / 4.42 / Clock.counter1[8]
max reg2reg: Clock.counter1[3] / 4.09 / Clock.counter1[21]
min in group asynchronous: Reset / 1.30 / Clock.counter1[22]
min: Clock.counter1[24] / 0.48 / Clock.counter1[24]
min reg2reg: Clock.counter1[24] / 0.48 / Clock.counter1[24]
[sequential cells by signal, indices dropped and copies added (netlist names)]
register	flops
Clock.clk1	1
Clock.counter1	25
counter4bit.Output	4
counter4bit.direction	1
[worst register-to-register path: cells and delay by family (launching register included)]
kind             cells  cell delay, ns
flip-flops           1            0.45
AND/OR/NAND/NOR      3            1.19
XOR/XNOR             1            0.17
[layer usage]
metal	wire length (µm)	track usage, %
met5	0	0
met4	10	0.254
met3	180	1.66
met2	966	5.76
met1	1300	5.33
[cell type report]
type,count,area [µm²],area share [%]
clock buffer,4,55.1,3.18
inverter,6,22.5,1.30
multi-input combinational,95,671,38.7
sequential,31,776,44.8
tap,105,131,7.58
timing repair buffer,8,77.6,4.48
[logic make-up after synthesis]
group,after synthesis,synth area share [%]
compound gates,3,1.11
fa+ha+maj,6,5.11
xor+xnor,27,16.6
simple gates,57,21.5
flops,31,52.8
buf+inv,6,1.53
mux,2,1.36
No activity file was given, so power comes from the tool's default toggle rates.
