[./run.sh]
#!/bin/bash
# OpenROAD 26Q1-2900-gdf79404cd8, Yosys 0.63+post, stock flow scripts
make -C /OpenROAD-flow-scripts/flow DESIGN_CONFIG=/design/flow/config.mk WORK_HOME=/design/flow/orfs finish
[./config.mk]
export PLATFORM = sky130hd
export DESIGN_NAME = counter_for_traffic
export DESIGN_NICKNAME = counter_for_traffic
export VERILOG_FILES = /design/flow/design.v
export SDC_FILE = /design/flow/constraint.sdc
export NUM_CORES = 4
export LEC_CHECK = 1
export CORE_UTILIZATION = 30
export SYNTH_HDL_FRONTEND = slang
[./constraint.sdc]
current_design counter_for_traffic

set clk_period 2.1
set clk_io_pct 0.2

create_clock -name clk0 -period $clk_period [get_ports {clk2}]

set non_clock_inputs [all_inputs -no_clocks]
set_input_delay [expr $clk_period * $clk_io_pct] -clock clk0 $non_clock_inputs
set_output_delay [expr $clk_period * $clk_io_pct] -clock clk0 [all_outputs]
[./design.v]
`timescale 1ns / 1ps
module counter_for_traffic(clk2, reset, light_chuc1, light_dv1, light_chuc2, light_dv2, light1, light2);
input clk2, reset;
output reg [3:0] light_chuc1=0, light_dv1=0, light_chuc2= 0, light_dv2 = 0;
output reg [1:0] light1=0, light2 = 0;
reg [5:0] o = 0;
reg [3:0] o_sub = 0;
reg flag = 0;
initial begin
	flag = 1;
end
always @ (posedge clk2 or posedge reset) begin
	if (reset) begin 
		o=20; flag =1;
	end
	else begin
		if (flag == 1) begin
			if (o > 5) begin
				light1 = 1; light2 = 3;
				if (o>=20) begin light_chuc1 = 2; light_dv1= o-20; end
				else if (o>=10) begin light_chuc1 = 1; light_dv1= o-10; end
				else begin light_chuc1 = 0; light_dv1= o; end
				o_sub = o - 5;
				if (o_sub>=10) begin light_chuc2 = 1; light_dv2= o_sub - 10; end
				else begin light_chuc2 = 0; light_dv2= o_sub; end
			end
			else if (o>0) begin
				light1 = 1; light2 = 2;
				light_chuc1 = 0; light_dv1 = o;
				light_chuc2 = 0; light_dv2 = o;
			end
			else begin
				light_chuc1 = 0; light_dv1 = 0;
				light_chuc2 = 0; light_dv2 = 0;
			end
		end
		if (flag == 0) begin
			if (o > 5) begin
				light1 = 3; light2 = 1;
				if (o>=20) begin light_chuc2 = 2; light_dv2= o-20; end
				else if (o>=10) begin light_chuc2 = 1; light_dv2= o-10; end
				else begin light_chuc2 = 0; light_dv2= o; end
				o_sub = o - 5;
				if (o_sub>=10) begin light_chuc1 = 1; light_dv1= o_sub - 10; end
				else begin light_chuc1 = 0; light_dv1= o_sub; end
			end
			else if (o>0) begin
				light1 = 2; light2 = 1;
				light_chuc1 = 0; light_dv1 = o;
				light_chuc2 = 0; light_dv2 = o;
			end
			else begin
				light_chuc1 = 0; light_dv1 = 0;
				light_chuc2 = 0; light_dv2 = 0;
			end
		end
		if ( o == 0) begin o = 21; flag =  ~flag; end
		o = o - 1;
	end
end
endmodule
==> results.ini <==
[clock_network]
clock-sinks=23
cts.clk_slew.worst_paths_ns=0.08
cts_tree=built
cts-buffers-inserted=3
cts.path.max_buffers=2
cts_hold_buffers=0
h-tree-depth=1
root_buffer=clkbuf_8
clock_latency_ns=0.26

[timing]
period_used_pct=97.9
finalCriticalPeriod_ns=2.06
skew_ns=0.00125
rsz0062_at_grt=yes
fmax_mhz=487
finalHoldViolCount=0
setup-violations-final=0
whs_ns=0.489
finalMaxSlewViolations=0

[global_route]
grt_pass1_wl_mm=4.62
antenna_found_initial=0
first_global_vias=1020
grt_usage_pct=11.4
grt_max_degree=24
grt_remaining_overflow=0

[critical_path]
critical_path_class=register to register
cp_cell_sequence=inv_2 -> buf_6 -> ha_2 -> a21bo_1 -> a21o_1 -> a21oi_1 -> o211ai_1 -> o221ai_1
critical_path_required_ns=2.10
crit_fanout=8
r2r_slack_ns=0.04
path_delay_family=AND-OR/OR-AND gates
worstPathBufferInverterCount=2
cp-start-kind=register
arrival_ns=2.05
worst_path_largest_cell_delay_ns=0.56
crit_slowest_cell=dfstp_2
end_kind=register

[route]
routedWlPerCell_um=11.9
ant_nets=0
antennaDiodeCount=0
wl_mm=2.80
dr.pass1.iters=4
viasPerCell=4.65
num_vias=1098
drc_errors=0
drtIter0Drc=56

[floorplan]
num_rows=25
fp_util_pct=31.3
die_y_um=72.4
io_pins=22
chip_area_mm2=0.00524
core_mm2=0.00475
die_w_um=72.4

[synthesis]
ys_types=43
synthXorXnorAreaFrac_pct=5.22
yosys_warnings=0
fa_ha_area_share_pct=12.6
async_flop_share_pct=30.4
logic_family=AND-OR/OR-AND gates
yosys_cells=135
synth_area_mm2=0.00149
syn_avg_cell_area_um2=11.0
simple_gate_area_share_pct=11.9
ys_seq_share_pct=44.4
mux_share_pct=4.29
flop_cell=edfxtp_1
edf_count=16
synthCells=135
ys_area_mm2=0.00149
synthAoiAreaFrac_pct=15.2
ys_ff=23

[place]
dp.cells=229
dp_hpwl_mm=2.08
gp_congestion=0.897
dpl_cell_area_mm2=0.00181
port-buffer-count=17

[pwr]
total_power_mw=0.796
vdd.ir_drop.worst_mv=0.191
leakage_nw=0.813
p_per_area_mw_per_mm2=411

[layout]
stdcell_area_mm2=0.00194
final_cells=236
syn_to_final_growth_pct=30.3
drive_gt1_share_pct=29.0

[status]
status=complete, no violations

[worst_hold_path]
hold_class=primary input to asynchronous set/reset pin

[flow_run]
openroad.warnings=36
drv_cap=0

[cells in the mapped netlist (3+ instances only)]
master | count | area (um2)
a21oi_1 | 9 | 45.0
a31oi_1 | 3 | 18.8
buf_4 | 4 | 30.0
dfrtp_1 | 4 | 100
dfstp_2 | 3 | 78.8
edfxtp_1 | 16 | 480
ha_1 | 15 | 188
inv_1 | 7 | 26.3
nand2_1 | 13 | 48.8
nand3_1 | 6 | 30.0
nor2_1 | 6 | 22.5
o211ai_1 | 3 | 22.5
o221ai_1 | 4 | 35.0
xnor2_1 | 5 | 43.8
[worst reg2reg max path: stages (launching register included)]
cell and delay [ns]:
dfstp_2 0.56, inv_2 0.06, buf_6 0.13, ha_2 0.17, a21bo_1 0.20, a21o_1 0.23
a21oi_1 0.07, o211ai_1 0.23, o221ai_1 0.14
[routing by layer]
metal / global-route usage [%] / share of wire [%] / vias up
met1: 16.9 / 47 / 523
met5: 0 / 0 / -
met4: 2.40 / 1.0 / 0
met2: 18.8 / 48 / 27
li1: - / - / 546
met3: 0.845 / 3.3 / 2
[cell families after synthesis]
group	Yosys count
buffers and inverters	16
xor gates and xnor gates	8
adders and majority gates	15
muxes	5
AOI/OAI and AO/OA	30
and+or+nand+nor	37
other	1
DFF	23
[path summary, 6_finish.rpt]
kind                       depth (start not counted)      start           end
max                                                8       o[2]  light_dv2[2]
min                                                3      reset          o[5]
max reg2reg                                        8       o[2]  light_dv2[2]
min reg2reg                                        1  light2[1]     light2[1]
max in group asynchronous                          3      reset          flag
min in group clk0                                  1  light2[1]     light2[1]
[final cells by class]
class                   count  area [um2]
fillers                   458        2820
multi-input cells          99         808
flip-flops and latches     23         661
repair buffers             34         302
well taps                  67        83.8
clock buffers               3        41.3
inverters                   9        36.3
clock inverters             1        5.00
[cell usage in the layout (no fill, tap or decap), types with 2 or more instances in the layout]
cell type / instances
buf_4: 16
and3_1: 2
clkdlybuf4s50_1: 17
a31oi_1: 3
ha_2: 2
o21ai_0: 2
o211ai_1: 3
xnor2_1: 5
ha_1: 12
inv_2: 3
mux2_2: 2
dfstp_2: 3
a21oi_1: 8
a22oi_2: 2
nor2_1: 6
nand3b_1: 2
nand2_1: 13
nand3_1: 6
inv_1: 5
edfxtp_1: 16
xor2_1: 2
mux2_4: 2
dfrtp_1: 3
o221ai_1: 4
clkbuf_8: 3
conb_1: 4
[state kept, by name, indices dropped and copies added (netlist names)]
register     count
light_chuc1      2
light_dv1        4
light1           2
light_dv2        4
light2           2
light_chuc2      2
o                6
flag             1
[stage by stage]
step | worst slack [ns] | util [%] | setup TNS, ns
floorplan | 0.000638 | - | 0
global placement | -0.0308 | 38.1 | -0.0597
detailed placement | -0.0209 | 38.1 | -0.0314
CTS | 0.000749 | 39.4 | 0
global route | -0.108 | 40.7 | -0.463
finish | 0.0450 | 40.7 | 0
[power breakdown]
part | switching (mW) | leakage [nW] | internal (mW)
Combinational | 0.00927 | 0.556 | 0.0161
Sequential | 0.00229 | 0.232 | 0.493
Clock | 0.143 | 0.0255 | 0.132
[repair_timing]
item	4_1_cts	5_1_grt
resized	4	11
pin swaps	1	14
setup buffers	0	3
endpoints found under the setup margin	3	12
No activity file was given, so power comes from the tool's default toggle rates.
