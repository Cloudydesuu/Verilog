$ cat design/flow/run.sh
#!/bin/bash
# OpenROAD 26Q1-2900-gdf79404cd8, Yosys 0.63+post, stock flow scripts
make -C /OpenROAD-flow-scripts/flow DESIGN_CONFIG=/design/flow/config.mk WORK_HOME=/design/flow/orfs finish
$ cat design/flow/constraint.sdc
current_design counter

set clk_period 7.5
set clk_io_pct 0.2

create_clock -name clk0 -period $clk_period [get_ports {clk2}]

set non_clock_inputs [all_inputs -no_clocks]
set_input_delay [expr $clk_period * $clk_io_pct] -clock clk0 $non_clock_inputs
set_output_delay [expr $clk_period * $clk_io_pct] -clock clk0 [all_outputs]
$ cat design/flow/design.v
`timescale 1ns / 1ps
module counter(clk2, reset, sec_chuc, sec_dv, min_chuc, min_dv, hour_chuc, hour_dv);
input clk2, reset;
output reg [3:0]sec_chuc, sec_dv, min_chuc, min_dv, hour_chuc, hour_dv;
reg [7:0] sec_o, min_o, hour_o;
initial begin
sec_chuc=0; sec_dv=0; min_chuc=0; min_dv=0; hour_chuc=0; hour_dv=0;
sec_o=0; min_o=0; hour_o=0;
end
always @ (posedge clk2 or posedge reset) begin
	if (reset) begin 
		sec_chuc=0; sec_dv=0; min_chuc=0; min_dv=0; hour_chuc=0; hour_dv=0;
		sec_o=0; min_o=0; hour_o=0;
	end
	else begin
		if(sec_o == 60) begin
			sec_chuc = 0; sec_dv=0; sec_o=0;
		end
		else begin
			if (sec_o>=50) begin sec_chuc = 5; sec_dv = sec_o - 50; end
			else if (sec_o>=40) begin sec_chuc = 4; sec_dv = sec_o - 40; end
			else if (sec_o>=30) begin sec_chuc = 3; sec_dv = sec_o - 30; end
			else if (sec_o>=20) begin sec_chuc = 2; sec_dv = sec_o - 20; end
			else if (sec_o>=10) begin sec_chuc = 1; sec_dv = sec_o - 10; end
			else begin sec_chuc = 0; sec_dv = sec_o; end
		end
		if(min_o == 60) begin
			min_chuc = 0; min_dv=0; min_o=0;
		end
		else begin
			if (min_o>=50) begin min_chuc = 5; min_dv = min_o - 50; end
			else if (min_o>=40) begin min_chuc = 4; min_dv = min_o - 40; end
			else if (min_o>=30) begin min_chuc = 3; min_dv = min_o - 30; end
			else if (min_o>=20) begin min_chuc = 2; min_dv = min_o - 20; end
			else if (min_o>=10) begin min_chuc = 1; min_dv = min_o - 10; end
			else begin min_chuc = 0; min_dv = min_o; end
		end
		if(hour_o == 24) begin
			hour_chuc = 0; hour_dv=0; hour_o=0;
		end
		else begin
			if (hour_o>=20) begin hour_chuc = 2; hour_dv = hour_o - 20; end
			else if (hour_o>=10) begin hour_chuc = 1; hour_dv = hour_o - 10; end
			else begin hour_chuc = 0; hour_dv = hour_o; end
		end
		sec_o = sec_o +1;
		if (sec_o==60) begin min_o = min_o +1; end
		if (min_o==60) begin hour_o = hour_o +1; end
	end
end
endmodule
$ cat design/flow/config.mk
export PLATFORM = sky130hd
export DESIGN_NAME = counter
export DESIGN_NICKNAME = counter
export VERILOG_FILES = /design/flow/design.v
export SDC_FILE = /design/flow/constraint.sdc
export NUM_CORES = 4
export LEC_CHECK = 1
export CORE_UTILIZATION = 40
==> Changelog: implementation <==
## Implementation

- Status: finished clean
- Total die size: 7570 sq um
- Metal2 WL: between 2 and 2.5 mm
- Number of remaining DRC errors: 0
- Max Fclk: 341 MHz
- Final Hold Vio Count: 0
- RePlAce Congestion: 0.883
- Metal3 WL: between 150 and 200 um
- Max_cap viols: 0
- Slew HR: 0.390
- Min Tclk post-route: around 3 ns
- Flip-flops with a built-in enable: 0
- Worst hold stages: 1
- Final slew viol count: 0
- Peak VDD IR: approximately 0.12 mV
- Cell count of the worst reg-to-reg path: 9
- Final non-filler cell total: 432
- Chip Width: ~87 um
- Port-buffer cells: 21
- Avg WL per Cell: 12.6 um
- Synth unique cells: 55
- Critical Path Source Type: flop
- CP Max Fanout: 11
- Number of H-tree levels: 2
- Worst-path clk slew: 0.09 ns
- RSZ-0062 raised after global routing: false
- Slowest cell delay on critical path: around 0.51 ns
- Dominant Register Cell: dfrtp_1
- Skew-Pair Late Insertion Delay: 0.30 ns
- DR vias: 2221
- Vias in the first global route: 2050
- Routed vias/inst: slightly above 5
- CP cell instances: inv_1, ha_1, and3b_1, or4_4, and4_4, nand4_1, mux2_2, or4_1, a21oi_1
- Design area: roughly 3300 sq um
- Warnings, synthesis: 1
- Tool warnings: 51
- CTS buffer count: 5
- Critical Path AT: 3.16 ns
- Wire length on met1: 2.74 mm
- First-pass GRT wire length: 9.36 mm
- Area delta synth->final: 13.9%
- Number of cells in Yosys stat: 314
- Setup TNS: 0 ns
- Post-CTS sizing: 0
- PD cells: about 130 nW/um^2
- Final setup vio count: 0
- Synthesized registers: 44
- Layout cell share with drive strength beyond 1: 0.0625
- Aggregate routed wire length: 5.43 mm
- Area reported by Yosys stat: 2890 sq um
- Crit path depth: 9
- FP Util: 0.421
- Congestion Overflow GR: 0
- I/O pin count: 26
- Critical path endpoint category: flop
- Syn Inst Count: roughly 310
- Row count: 30
- Crit path max-delay family: simple AND/OR/NAND/NOR gates
- Post-CTS Hold Fix Bufs: 0
- Die span in y: 87.0 um
- Crit path kind: reg -> reg
- Largest net degree at the start of global routing: 45
- CTS root buffer: clkbuf_8
- Cell Area, Placed: 3180 sq um
- Critical path required time: between 7 and 8 ns
- Min-Delay Path Class: reg -> reg
- Initial antenna violation count: 0
- Placed Instances: 424
- Cycle use final: 0.391
- Leak: about 1.5 nW
- Tot GR Track Use: 0.158
- TritonCTS clock tree: done
- CP Buf/Inv Count: 1
- HPWL after DPL: 4.00 mm
- Mean post-synth cell area: 9.20 sq um
- Clock Skew: 0.00914 ns
- Post-CTS Setup Bufs: 0
- Core ar.: around 6900 sq um
- Mapped Area: 2890 sq um
- CTS Sinks: 44
- Crit path max-delay cell type: or4_1
- Slew @ Worst Pin: 0.907 ns
- DRT antenna net count: 0
- TritonRoute pass-1 iters: 4
- DR top layer: met4
- 1st-iter DRT viols: 94
- Ys async rst share: 1.00
- Post-synthesis sequential area ratio: 0.381
- CTS max path bufs: 2
- # diodes: 0
==> kinds of logic after synthesis <==
| logic type | Yosys count | share of synthesized area |
|---|---|---|
| AND/OR/NAND/NOR | 117 | 0.205 |
| AND-OR/OR-AND | 61 | 0.140 |
| flip-flops | 44 | 0.381 |
| adder cells (fa/ha/maj) | 33 | 0.143 |
| buffers and inverters | 33 | 0.0524 |
| XOR/XNOR | 23 | 0.0697 |
| multiplexers | 2 | 0.00736 |
| other | 1 | 0.00130 |
==> path summary, 6_finish.rpt <==
path                            from   endpoint  slack [ns]
max                         sec_o[1]  hour_o[3]        4.57
min                        hour_o[7]  hour_o[7]        0.50
max reg2reg                 sec_o[1]  hour_o[3]        4.57
min reg2reg                hour_o[7]  hour_o[7]        0.50
max in group asynchronous      reset   min_o[2]        5.48
min in group asynchronous      reset  sec_dv[0]        1.63
==> per-layer routing <==
metal / vias to the layer above / global-route usage
li1: 1127 / -
met1: 1040 / 0.248
met2: 49 / 0.253
met3: 5 / 0.0173
met4: 0 / 0.0152
met5: - / 0
==> metrics by stage <==
stage / worst slack, ns / power (mW) / utilization / hold WS, ns
2_1_floorplan: 4.67 / 0.247 / - / 0.465
3_3_place_gp: 4.64 / 0.248 / 0.462 / 0.484
3_5_place_dp: 4.58 / 0.248 / 0.462 / 0.487
4_1_cts: 4.56 / 0.436 / 0.479 / 0.503
5_1_grt: 4.35 / 0.445 / 0.479 / 0.522
6_report: 4.57 / 0.429 / 0.479 / 0.502
==> where the power goes <==
group / leakage, nW / internal (mW) / switching (mW) / total, mW
Combinational: 0.823 / 0.000850 / 0.00452 / 0.00537
Clock: 0.0548 / 0.100 / 0.0865 / 0.187
Sequential: 0.587 / 0.237 / 0 / 0.237
==> synthesized netlist by cell type, types with 3 or more instances <==
cell type	instances	area, sq um
inv_1	20	75.1
nor4_1	5	31.3
nand4_1	4	25.0
clkbuf_1	6	22.5
nor2_1	27	101
xor2_1	9	78.8
a21boi_0	4	30.0
nand2_1	38	143
buf_4	5	37.5
nand3_1	7	35.0
nor3_1	11	55.1
ha_1	33	413
a211oi_1	3	22.5
a21oi_1	16	80.1
xnor2_1	14	123
o31ai_1	5	37.5
or3_1	4	25.0
dfrtp_1	44	1100
o21ai_0	14	70.1
==> placed cells by master (no fill, tap or decap), types with 2 or more instances in the layout <==
cell type	Yosys	layout
a211oi_1	3	3
a21boi_0	4	4
a21oi_1	16	16
a221oi_1	2	2
and2_1	2	2
and3_1	2	2
buf_4	5	3
clkbuf_8	0	5
clkdlybuf4s50_1	0	21
conb_1	1	4
dfrtp_1	44	44
ha_1	33	33
inv_1	20	19
nand2_1	38	38
nand3_1	7	7
nand3b_1	2	2
nand4_1	4	4
nor2_1	27	27
nor2b_1	2	2
nor3_1	11	11
nor3b_1	2	2
nor4_1	5	5
o211ai_1	2	2
o21ai_0	14	14
o31ai_1	5	5
o32ai_1	2	2
or3_1	4	4
or4_1	2	2
xnor2_1	14	14
xor2_1	9	9
==> registers in the layout (all words and copies together), names as in the netlist <==
| name | cells |
|---|---|
| sec_o | 8 |
| min_dv | 4 |
| min_chuc | 3 |
| min_o | 8 |
| sec_chuc | 3 |
| hour_dv | 4 |
| hour_o | 8 |
| hour_chuc | 2 |
| sec_dv | 4 |
==> layout make-up <==
cell class | count | area, sq um
timing repair buffer | 24 | 233
clock inverter | 3 | 46.3
inverter | 20 | 75.1
sequential | 44 | 1100
fill | 647 | 3580
clock buffer | 5 | 68.8
tap | 96 | 120
multi-input combinational | 240 | 1650
Power and IR drop assume default switching activity.
